==> ./design.v <==
module hc259 (
	input D,
	input [2:0] A,
	input Eb,
	input CLRb,
	output [7:0] Q
);
reg data [7:0];
assign Q = {data[7], data[6], data[5], data[4], data[3], data[2], data[1], data[0]};
always @(negedge CLRb or negedge Eb) begin
	if(!CLRb) begin
		data[0] <= 1'b0;
		data[1] <= 1'b0;
		data[2] <= 1'b0;
		data[3] <= 1'b0;
		data[4] <= 1'b0;
		data[5] <= 1'b0;
		data[6] <= 1'b0;
		data[7] <= 1'b0;
	end else begin
		data[A] <= D;
	end
end
endmodule
==> ./run.sh <==
#!/bin/bash
# OpenROAD 26Q1-2900-gdf79404cd8, Yosys 0.63+post, stock flow scripts
make -C /OpenROAD-flow-scripts/flow DESIGN_CONFIG=/design/flow/config.mk WORK_HOME=/design/flow/orfs finish
==> ./config.mk <==
export PLATFORM = sky130hd
export DESIGN_NAME = hc259
export DESIGN_NICKNAME = hc259
export VERILOG_FILES = /design/flow/design.v
export SDC_FILE = /design/flow/constraint.sdc
export NUM_CORES = 4
export LEC_CHECK = 1
export CORE_AREA = 10 10 70 70
export DIE_AREA = 0 0 80 80
==> ./constraint.sdc <==
current_design hc259

set clk_period 1.5
set clk_io_pct 0.2

create_clock -name clk0 -period $clk_period [get_ports {Eb}]

set non_clock_inputs [all_inputs -no_clocks]
set_input_delay [expr $clk_period * $clk_io_pct] -clock clk0 $non_clock_inputs
set_output_delay [expr $clk_period * $clk_io_pct] -clock clk0 [all_outputs]
==> flow_results.xml <==
<?xml version="1.0" encoding="UTF-8"?>
<metrics>
  <group name="grt">
    <metric name="via_count_of_the_first_global_routing_pass" unit="">339</metric>
    <metric name="grt_first_pass_wirelength" unit="um">1710</metric>
    <metric name="maximum_number_of_pins_on_one_net_before_global_route_repair" unit="">9</metric>
    <metric name="antenna_found_initial" unit="">0</metric>
    <metric name="global_route.overflow_total" unit="">0</metric>
    <metric name="grtUsageTotal" unit="%">3.57</metric>
  </group>
  <group name="detailed_routing">
    <metric name="antenna_violating_nets_left" unit="">0</metric>
    <metric name="post-route-drc-count" unit="">0</metric>
    <metric name="antenna_cells" unit="">0</metric>
    <metric name="drt_first_pass_iters" unit="">2</metric>
    <metric name="drt_first_iter_violations" unit="">7</metric>
    <metric name="detail_route.wl_per_cell" unit="um">10.5</metric>
    <metric name="detail_route.wirelength" unit="um">1030</metric>
    <metric name="dr_total_vias" unit="">297</metric>
    <metric name="detail_route.vias_per_cell" unit="">3.03</metric>
  </group>
  <group name="synth">
    <metric name="synthesis.area" unit="um^2">405</metric>
    <metric name="synthTopCellsByCount" unit="">8 x sky130_fd_sc_hd__buf_4, 8 x sky130_fd_sc_hd__dfrtn_1, 8 x sky130_fd_sc_hd__mux2_2, 3 x sky130_fd_sc_hd__nand3b_1, 3 x sky130_fd_sc_hd__nor3b_1</metric>
    <metric name="synth.yosys.num_cells" unit="">32</metric>
    <metric name="synth_area_leader_cell" unit="">sky130_fd_sc_hd__dfrtn_1</metric>
    <metric name="register_area_share_after_synthesis" unit="%">49.4</metric>
    <metric name="synth.top_cell.area_share" unit="%">49.4</metric>
    <metric name="edf_count" unit="">0</metric>
    <metric name="synthFlopType" unit="">sky130_fd_sc_hd__dfrtn_1</metric>
    <metric name="synth.top_cells.by_area" unit="">sky130_fd_sc_hd__dfrtn_1 49%, sky130_fd_sc_hd__mux2_2 22%, sky130_fd_sc_hd__buf_4 15%</metric>
    <metric name="postSynthAreaPerCell" unit="um^2">12.7</metric>
    <metric name="synth.yosys.chip_area" unit="um^2">405</metric>
    <metric name="synthArstFlopShare" unit="%">100</metric>
    <metric name="synthesis.instances" unit="">32</metric>
    <metric name="yosys_warnings" unit="">2</metric>
    <metric name="synth_register_bits" unit="">8</metric>
    <metric name="ys_types" unit="">7</metric>
  </group>
  <group name="place">
    <metric name="detailed_place_hpwl" unit="um">795</metric>
    <metric name="post_dp_cell_area" unit="um^2">709</metric>
    <metric name="final_gp_congestion" unit="">0.720</metric>
    <metric name="port-buffer-count" unit="">13</metric>
    <metric name="placement.setup.worst_slack" unit="ns">-0.895</metric>
  </group>
  <group name="clocking">
    <metric name="cts_buffers" unit="">3</metric>
    <metric name="clock_tree.buffer_depth" unit="">2</metric>
    <metric name="tritoncts" unit="">yes</metric>
    <metric name="cts_root_buf" unit="">sky130_fd_sc_hd__clkbuf_4</metric>
    <metric name="register_clock_pin_slew_on_the_reported_worst_setup_and_hold_paths" unit="ns">0.05</metric>
    <metric name="cts_hold_buf" unit="">0</metric>
    <metric name="worst_skew_pair.late_latency" unit="ns">0.26</metric>
    <metric name="htree_num_levels" unit="">1</metric>
    <metric name="cts.sink_count" unit="">8</metric>
  </group>
  <group name="pwr">
    <metric name="vdd.ir_drop.worst" unit="uV">195</metric>
    <metric name="seq_power_share" unit="%">41.8</metric>
    <metric name="leakagePower" unit="nW">0.335</metric>
    <metric name="power.total" unit="uW">673</metric>
    <metric name="p_per_area" unit="nW/um^2">905</metric>
    <metric name="total_switching_power" unit="uW">160</metric>
    <metric name="pwr-share-comb" unit="%">32.8</metric>
    <metric name="switching_share" unit="%">23.8</metric>
    <metric name="power.share.clock" unit="%">25.4</metric>
    <metric name="power.internal" unit="uW">513</metric>
  </group>
  <group name="setup_path">
    <metric name="critical_path_required" unit="ns">1.20</metric>
    <metric name="worstPathBufferInverterCount" unit="">1</metric>
    <metric name="worstSetupEndpointType" unit="">output port</metric>
    <metric name="cp_top_family" unit="">flip-flops</metric>
    <metric name="critPathSlowestCell" unit="">sky130_fd_sc_hd__dfrtn_1</metric>
    <metric name="worstPathMaxFanout" unit="">2</metric>
    <metric name="crit_path_largest_cell_delay" unit="ns">0.42</metric>
    <metric name="crit_path_cell_trace" unit="">buf_2</metric>
    <metric name="worst_ep_arrival" unit="ns">1.54</metric>
    <metric name="worst-setup-path-type" unit="">reg2out</metric>
    <metric name="start_kind" unit="">flop</metric>
  </group>
  <group name="layout">
    <metric name="largest_register_ffs" unit="">8</metric>
    <metric name="top_regs" unit="">data: 8 flops</metric>
    <metric name="registers.top_by_ff_count" unit="">data</metric>
    <metric name="postLayoutCellArea" unit="um^2">744</metric>
    <metric name="final_layout_size_suffix_gt1_share" unit="%">76.9</metric>
    <metric name="layout-area-overhead-vs-synth" unit="%">83.6</metric>
  </group>
  <group name="sta">
    <metric name="drv_slew" unit="">0</metric>
    <metric name="relative_max_transition_margin" unit="%">88.4</metric>
    <metric name="whs" unit="ns">0.460</metric>
    <metric name="grt_setup_unrepaired" unit="">yes</metric>
    <metric name="setup_ws" unit="ns">-0.343</metric>
    <metric name="report.final.hold_viol_count" unit="">0</metric>
    <metric name="finalClockSkew" unit="ns">0</metric>
    <metric name="tightest_slew" unit="ns">0.173</metric>
    <metric name="setup_viol" unit="">16</metric>
    <metric name="setup-tns-final" unit="ns">-3.36</metric>
  </group>
  <group name="floorplanning">
    <metric name="io-pin-count" unit="">14</metric>
    <metric name="die_x" unit="um">80</metric>
    <metric name="dieArea" unit="um^2">6400</metric>
    <metric name="initial_utilization" unit="%">11.9</metric>
    <metric name="die_height" unit="um">80</metric>
    <metric name="core.rowCount" unit="">21</metric>
    <metric name="placeable_core_region" unit="um^2">3420</metric>
  </group>
  <group name="flow_run">
    <metric name="warnings" unit="">28</metric>
    <metric name="maxCapViolCount" unit="">0</metric>
  </group>
  <group name="outcome">
    <metric name="failed_checks" unit="">negative setup slack</metric>
    <metric name="outcome" unit="">finished with violations</metric>
  </group>
  <group name="worst_hold_path">
    <metric name="min_path_type" unit="">reg2reg</metric>
  </group>
</metrics>
[per-layer routing]
metal	GRT usage (%)	vias up	share of wire [%]
li1	-	145	-
met2	5.30	12	45
met5	0	-	0
met1	4.34	138	45
met4	0.528	0	1.3
met3	2.27	2	8.9
[cells in the final DEF, fill, tap and decap left out]
master,n
sky130_fd_sc_hd__dfrtn_1,8
sky130_fd_sc_hd__buf_2,8
sky130_fd_sc_hd__mux2_4,7
sky130_fd_sc_hd__buf_4,6
sky130_fd_sc_hd__buf_6,4
sky130_fd_sc_hd__nor3b_4,3
sky130_fd_sc_hd__nand3b_1,3
sky130_fd_sc_hd__clkbuf_4,3
sky130_fd_sc_hd__buf_12,3
sky130_fd_sc_hd__buf_8,2
sky130_fd_sc_hd__nor3_4,1
sky130_fd_sc_hd__mux2_2,1
sky130_fd_sc_hd__nand3_4,1
sky130_fd_sc_hd__clkdlybuf4s50_1,1
sky130_fd_sc_hd__clkbuf_2,1
[repair_timing]
| action | 4_1_cts | 5_1_grt |
|---|---|---|
| setup endpoints to repair | 16 | 16 |
| pin swaps | 4 | 5 |
| resized | 51 | 6 |
| buffers inserted | 1 | 2 |
[power groups by stage]
stage | combinational [mW] | sequential [mW] | clock (mW)
after CTS | 0.209 | 0.282 | 0.180
final | 0.221 | 0.281 | 0.171
after global routing | 0.242 | 0.289 | 0.193
[per-stage QoR]
stage                     cells  utilization, %
final                        98            21.8
after global routing         98            21.8
after CTS                    97            21.4
after detailed placement     93            20.8
after global placement       93            20.8
after floorplan              32               -
[final cells by class]
class	instances	area, um^2
sequential	8	200
fill	377	2670
tap	46	57.6
timing repair buffer	25	235
multi-input combinational	16	229
clock buffer	3	22.5
[kinds of logic after synthesis]
group,after synthesis,synth area share [%]
multiplexers,8,22.2
buffers and inverters,8,14.8
flip-flops,8,49.4
AND/OR/NAND/NOR,8,13.6
[worst paths after layout]
check / slack, ns / end / start / cells after the start
worst max-delay path: -0.34 / Q[0] / data[0]$_DFFE_NN0N_ / 1
worst min-delay path: 0.46 / data[6]$_DFFE_NN0N_ / data[6]$_DFFE_NN0N_ / 1
worst max register to register: 0.52 / data[4]$_DFFE_NN0N_ / data[4]$_DFFE_NN0N_ / 3
worst min register to register: 0.46 / data[6]$_DFFE_NN0N_ / data[6]$_DFFE_NN0N_ / 1
max in group asynchronous: 0.38 / data[0]$_DFFE_NN0N_ / CLRb / 2
min in group asynchronous: 0.99 / data[4]$_DFFE_NN0N_ / CLRb / 2
Power is estimated from default activity; no workload was simulated.
