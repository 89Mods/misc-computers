**flow/config.mk**
```make
export PLATFORM = sky130hd
export DESIGN_NAME = mc14500
export DESIGN_NICKNAME = mc14500
export VERILOG_FILES = /design/flow/design.v
export SDC_FILE = /design/flow/constraint.sdc
export NUM_CORES = 4
export LEC_CHECK = 1
export CORE_AREA = 10 10 74 74
export DIE_AREA = 0 0 84 84
```
**flow/run.sh**
```bash
#!/bin/bash
# OpenROAD 26Q1-2900-gdf79404cd8, Yosys 0.63+post, stock flow scripts
make -C /OpenROAD-flow-scripts/flow DESIGN_CONFIG=/design/flow/config.mk WORK_HOME=/design/flow/orfs finish
```
**flow/constraint.sdc**
```tcl
current_design mc14500

set clk_period 1.8
set clk_io_pct 0.2

create_clock -name clk0 -period $clk_period [get_ports {X2}]

set non_clock_inputs [all_inputs -no_clocks]
set_input_delay [expr $clk_period * $clk_io_pct] -clock clk0 $non_clock_inputs
set_output_delay [expr $clk_period * $clk_io_pct] -clock clk0 [all_outputs]
```
**flow/design.v**
```verilog
`default_nettype none
module mc14500(
	input X2,
	input RST,
	input [3:0] I,
	output X1,
	inout DATA,
	output WRITE,
	output RR,
	output JMP,
	output RTN,
	output FLAG_O,
	output FLAG_F
);
reg RR_l;
reg IEN_l;
reg OEN_l;
reg [3:0] instr;
reg skip;
reg data_out;
wire g_2_1 = ~( instr[3] |  instr[2]);
wire g_2_2 = ~( instr[3] | ~instr[2]);
wire g_2_3 = ~(~instr[3] |  instr[2]);
wire g_2_4 = ~(~instr[3] | ~instr[2]);
wire g_1_1 = ~( instr[1] |  instr[0]);
wire g_1_2 = ~( instr[1] | ~instr[0]);
wire g_1_3 = ~(~instr[1] |  instr[0]);
wire g_1_4 = ~(~instr[1] | ~instr[0]);
wire NOPO_i = ~(g_2_1 & g_1_1);
wire ANDC_i = ~(g_2_2 & g_1_1);
wire XNOR_i = ~(g_2_2 & g_1_4);
wire IEN_i  = ~(g_2_3 & g_1_3);
wire OEN_i  = ~(g_2_3 & g_1_4);
wire JMP_i  = ~(g_2_4 & g_1_1);
wire RTN_i  = ~(g_2_4 & g_1_2);
wire SKZ_i  = ~(g_2_4 & g_1_3);
wire NOPF_i = ~(g_2_4 & g_1_4);
wire LDC_ORC   = g_1_3;
wire OR_ORC    = ~(g_1_1 | g_1_4) & g_2_2;
wire LD_OR     = g_1_2;
wire AND_XNOR  = g_1_4;
wire update_rr = ~(g_2_3 | g_2_4) & NOPO_i;
wire data = DATA & IEN_l;
wire LU_out = ((((~ANDC_i & RR_l) | (~XNOR_i & ~RR_l) | LDC_ORC) & ~data) |
				(OR_ORC & RR_l) |
				((LD_OR ^ (AND_XNOR & RR_l)) & data)
				);
assign FLAG_O = ~(NOPO_i | skip);
assign FLAG_F = ~NOPF_i;
assign JMP    = ~JMP_i;
assign RTN    = ~RTN_i;
assign RR     = RR_l;
wire   WE     = ~(~g_2_3 | ~(g_1_1 | g_1_2));
assign WRITE  = WE & X2 & OEN_l;
assign X1     = X2;
assign DATA = WE ? data_out : 1'bz;
always @(posedge X2) begin
	skip  <= ~(SKZ_i | RR_l) | RST;
	RR_l  <= (update_rr ? LU_out : RR_l) & ~RST;
	IEN_l <= IEN_i ? IEN_l : DATA;
	OEN_l <= OEN_i ? OEN_l : DATA;
	data_out <= (g_1_1 ? RR_l : ~RR_l) & OEN_l;
end
always @(negedge X2) begin
	instr <= I & {4{~skip}};
end
endmodule
```
==> run_results.csv <==
group,metric,value,unit
outcome,outcome,"did not finish",
outcome,haltStage,"4_1_cts",
outcome,error_line,"[error] [KeplerFormal.cpp:679] Workflow failed: Iso has multiple drivers: .DATA0, DATA$_DFF_P_.Q0",
die,die_h,84,um
cts,post_cts_buffers,4,
logic_synthesis,yosysTopAreaCellShare,30.11,%
logic_synthesis,synth_area_per_cell,10.12,um2
die,ios,14,
logic_synthesis,ys_warn_count,2,
placed_design,dp.cells,119,
logic_synthesis,top_area_cell,"dfxtp_1",
die,initCoreUtil,11.72,%
cts,cts.repair.resized,39,
placed_design,gp_congestion,0.8067,
placed_design,postPlaceCellArea,750.7,um2
logic_synthesis,ys_area,465.4,um2
cts,ctsHoldBuffers,0,
logic_synthesis,area_leaders,"dfxtp_1, ha_1, edfxtp_1",
die,die_w,84,um
logic_synthesis,ys_cells,46,
logic_synthesis,synth_seq_share,43.01,%
placed_design,port_buffers,12,
die,rows,23,
placed_design,dp_hpwl,1.015,mm
logic_synthesis,synth_area,465.4,um2
logic_synthesis,ys_types,23,
logic_synthesis,ys_ff,9,
logic_synthesis,synth_cells,46,
[logic make-up after synthesis]
kind of cell               after synthesis  share of synthesized area, %
AOI/OAI and AO/OA                        6                         9.947
DFF                                      9                         43.01
buffers and inverters                    7                         6.720
xor gates and xnor gates                 2                         3.764
adders and majority gates                5                         13.44
muxes                                    1                         2.151
and+or+nand+nor                         16                         20.97
[cell usage after synthesis]
cell,count
or3_1,1
a32o_1,1
edfxtp_1,2
o211ai_1,1
ha_1,5
dfxtp_1,7
mux2i_1,1
nor3b_1,1
inv_1,5
and3_1,5
xor2_1,1
xnor2_1,1
nand3_1,1
a21oi_1,2
nand2_1,1
and2_1,1
nor2_1,1
nor4b_1,1
a311oi_1,1
buf_2,1
nor2b_1,4
a41o_1,1
buf_4,1
[metrics by stage]
step | TNS, ns | total power, mW | setup slack, ns | hold slack (ns)
2_1_floorplan | -1.430 | 0.3197 | -0.4895 | 0.4264
3_3_place_gp | -5.382 | 0.3814 | -0.7551 | 0.4898
3_5_place_dp | -5.541 | 0.3843 | -0.7688 | 0.4806
Power is estimated from default activity; no workload was simulated.
