==> flow/run.sh <==
#!/bin/bash
# OpenROAD 26Q1-2900-gdf79404cd8, Yosys 0.63+post, stock flow scripts
make -C /OpenROAD-flow-scripts/flow DESIGN_CONFIG=/design/flow/config.mk WORK_HOME=/design/flow/orfs finish
==> flow/config.mk <==
export PLATFORM = sky130hd
export DESIGN_NAME = hc138
export DESIGN_NICKNAME = hc138
export VERILOG_FILES = /design/flow/design.v
export SDC_FILE = /design/flow/constraint.sdc
export NUM_CORES = 4
export LEC_CHECK = 1
export CORE_AREA = 10 10 70 70
export DIE_AREA = 0 0 80 80
==> flow/constraint.sdc <==
current_design hc138

set clk_period 1.2
set clk_io_pct 0.2

create_clock -name clk0 -period $clk_period

set non_clock_inputs [all_inputs -no_clocks]
set_input_delay [expr $clk_period * $clk_io_pct] -clock clk0 $non_clock_inputs
set_output_delay [expr $clk_period * $clk_io_pct] -clock clk0 [all_outputs]
==> flow/design.v <==
module hc138 (
	input G1,
	input G2A,
	input G2B,
	input [2:0] A,
	output [7:0] Y
);
reg [7:0] sel;
always @(*) begin
	case(A)
		0: sel = 8'b11111110;
		1: sel = 8'b11111101;
		2: sel = 8'b11111011;
		3: sel = 8'b11110111;
		4: sel = 8'b11101111;
		5: sel = 8'b11011111;
		6: sel = 8'b10111111;
		7: sel = 8'b01111111;
	endcase
end
assign Y = G1 && ~G2A && ~G2B ? sel : 8'b11111111;
endmodule
==> impl_metrics.tcl <==
# yosys + openroad results
set metrics [dict create \
    top_cells_by_area "sky130_fd_sc_hd__nor3b_2, sky130_fd_sc_hd__nand2_1, sky130_fd_sc_hd__and3b_2" \
    critical_path_required_ns 0.96 \
    worst_pin_slew_ns 0.168 \
    chip_area_sq_um 6400 \
    cp_data_arrival_time_ns 0.90 \
    power.density_cell_area_nw_per_um2 166 \
    slew-limit-headroom_pct 88.7 \
    min_period_over_period_pct 95.0 \
    floorplan.rows 21 \
    synth.comb.largest_family "simple AND/OR/NAND/NOR gates" \
    combGateArea_sq_um 108 \
    finalSetupTns_ns 0 \
    yosysCellCount 14 \
    synth_top_cell_by_count "sky130_fd_sc_hd__nand2_1" \
    setup_viol_count_final 0 \
    critical_path.max_fanout 4 \
    timing.hold.worst_endpoint "Y[5]" \
    slew_viol_final 0 \
    unrepaired_setup_endpoints_after_global_routing "false" \
    drive_gt1_share_pct 51.6 \
    ys_sh_adder_pct 0 \
    top_area_cell "sky130_fd_sc_hd__nor3b_2" \
    status "complete, no violations" \
    synth.top_cells.by_count "sky130_fd_sc_hd__nand2_1, sky130_fd_sc_hd__nand3_1, sky130_fd_sc_hd__nor3b_2" \
    timing.fmax_mhz 877 \
    grt.overflow.total 0 \
    globalRouteTotalUtil_pct 1.29 \
    hold_class "in2out" \
    placeableCoreArea_sq_um 3420 \
    critical_path_class "in2out" \
    simple_gate_area_share_pct 100 \
    vias_per_cell 2.17 \
    report.power.total_mw 0.0504 \
    ys_sh_mux_pct 0 \
    cellLeakagePower_nw 0.103 \
    timing_hold_violations_final 0 \
    antenna_found_initial 0 \
    drt-initial-drc-count 2 \
    layout_min_cycle_time_ns 1.14 \
    numSequentialCells 0 \
    final.clkbuf_count 0 \
    seq_area_sq_um 0 \
    avgSynthCellArea_sq_um 6.43 \
    num_io_pins 14 \
    fillers 401 \
    route.detailed.drc 0 \
    routabilityCongestion 0.685 \
    die_height_um 80 \
    ao_oa_area_share_pct 0 \
    route.final.wire_length_um 491 \
    warnings 32 \
    vdd_drop_max_mv 0.0241 \
    route.antenna.diode_count 0 \
    yosysWarningCount 1 \
    yosys.cell_types.count 7 \
    fp_util_pct 2.64 \
    max_cap_violations 0 \
    synthDominantCellAreaShare_pct 27.8 \
    io_buffer_count 14 \
    drt_pass1_iterations 2 \
    worst_setup_path_start_kind "input port" \
    synthToLayoutAreaGrowth_pct 238 \
    grt_max_degree 6 \
    syn_inst 14 \
    wl_per_cell_um 6.38 \
    hold_path_startpoint "A[0]" \
    via_count 167 \
    ys_chip_area_sq_um 90.1 \
    first_global_vias 161 \
    route.antenna.remaining_nets 0 \
    grt_pass1_wl_um 703 \
    xor_area_share_pct 0 \
    cp-end-kind "output pin" \
    synth.yosys.seq_area_share_pct 0 \
    horizontal_extent_of_the_die_um 80 \
    hold_depth 3 \
    mappedNetlistArea_sq_um 90.1 \
]
==> through the flow <==
stage               area, sq um  utilization (%)  setup WS [ns]  std cells  hold WS (ns)
floorplan                  90.1                -          0.420         14         0.504
global placement            288             8.42         -0.569         74          1.55
detailed placement          288             8.42         -0.576         74          1.55
CTS                         303             8.86        0.00664         77         0.771
global route                304             8.90        0.00485         77         0.791
finish                      304             8.90         0.0597         77         0.770
==> layer usage <==
layer / GRT usage (%) / share of wire, %
met2: 2.09 / 41
met5: 0 / 0
met1: 1.58 / 44
met4: 0 / 0
met3: 0.682 / 14
==> cell usage in the layout (no fill, tap or decap), drive strengths merged <==
| master | n |
|---|---|
| and3b | 2 |
| buf | 10 |
| clkbuf | 1 |
| clkdlybuf4s15 | 3 |
| dlygate4sd2 | 3 |
| nand2 | 6 |
| nand3 | 2 |
| nor2 | 1 |
| nor3 | 1 |
| nor3b | 2 |
==> power by group <==
| part | leakage, nW | total (mW) | internal [mW] | switching [mW] |
|---|---|---|---|---|
| clock | 0 | 0 | 0 | 0 |
| sequential | 0 | 0 | 0 | 0 |
| combinational | 0.103 | 0.0504 | 0.0296 | 0.0208 |
| total | 0.103 | 0.0504 | 0.0296 | 0.0208 |
==> logic make-up (layout without fill, tap and decap cells) <==
| group | after synthesis | in the layout |
|---|---|---|
| AND/OR/NAND/NOR | 14 | 14 |
| buffers and inverters | 0 | 17 |
==> critical path, cell delays in order <==
cell	delay, ns
sky130_fd_sc_hd__buf_6	0.10
sky130_fd_sc_hd__and3b_2	0.27
sky130_fd_sc_hd__nand2_1	0.06
sky130_fd_sc_hd__dlygate4sd2_1	0.23
==> worst max path at each step <==
stage / start / endpoint / slack (ns) / cells after the start
global route: G2A / Y[2] / 0.005 / 5
finish: G2A / Y[7] / 0.06 / 4
CTS: A[2] / Y[3] / 0.007 / 5
==> final cells by class <==
| class | instances | share of cell area, % |
|---|---|---|
| multi-input cells | 14 | 35.4 |
| repair buffers | 17 | 45.7 |
| well taps | 46 | 18.9 |
==> what timing repair did <==
action                     4_1_cts  5_1_grt
buffers inserted                 3        0
setup endpoints to repair        8        4
resized                         41        4
pin swaps                        7        1
hold buffers                     0        0
Power and IR drop assume default switching activity.
